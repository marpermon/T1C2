**/design/flow/config.mk**
```make
export PLATFORM = sky130hd
export DESIGN_NAME = controlador
export DESIGN_NICKNAME = controlador
export VERILOG_FILES = /design/flow/design.v
export SDC_FILE = /design/flow/constraint.sdc
export NUM_CORES = 4
export LEC_CHECK = 1
export CORE_AREA = 10 10 70 70
export DIE_AREA = 0 0 80 80
```
**/design/flow/constraint.sdc**
```tcl
current_design controlador

set clk_period 2.3
set clk_io_pct 0.2

create_clock -name clk0 -period $clk_period [get_ports {Clk}]

set non_clock_inputs [all_inputs -no_clocks]
set_input_delay [expr $clk_period * $clk_io_pct] -clock clk0 $non_clock_inputs
set_output_delay [expr $clk_period * $clk_io_pct] -clock clk0 [all_outputs]
```
**/design/flow/design.v**
```verilog
module controlador(
	Clk, Reset, Pin, Vehiculo, Termino,	Cerrado, Abierto, Alarma, Bloqueo, enterPin
);
input Clk, Reset, Vehiculo, Termino, enterPin;
input [7:0] Pin;
output reg Alarma, Cerrado, Abierto, Bloqueo;
reg [2:0] state;
reg [2:0] nxt_state; 
reg [1:0] count0; 
reg [1:0] nxt_count0;
parameter C_Cerrada = 3'b001;  
parameter C_Abierta = 3'b010;  
parameter C_Bloqueada = 3'b100;  
parameter Pin_correcto = 8'b00010000;
always @(posedge Clk) begin
  if (Reset) begin
    state  <= C_Cerrada;  
    count0 <= 2'b0;  
  end else begin
    state  <= nxt_state;   
    count0 <= nxt_count0;  
  end
end 
always @(*) begin
  nxt_state = state;  
  nxt_count0 = count0;
  case (state)
    C_Cerrada: begin  
        Cerrado=1'b1;  
        Abierto=1'b0;
        Alarma=1'b0;
        Bloqueo=1'b0;
        if (Vehiculo) begin
          if (enterPin) begin
            if (Pin==Pin_correcto) begin
              nxt_state = C_Abierta;  
              nxt_count0 = 2'b00;  
            end
            else begin
              if (count0<3) begin
                  nxt_state = C_Cerrada;  
                  nxt_count0 = count0+1;
                end
              else begin
                  nxt_state = C_Cerrada;  
                  Alarma=1'b1;  
                end 
              end   
            end
          else begin
            if (count0>=3) Alarma=1'b1;
          end
        end
      end
    C_Abierta: 	begin
      Cerrado=1'b0;  
      Abierto=1'b1;
      Alarma=1'b0;
      Bloqueo=1'b0;
      nxt_count0 = 2'b00;  
      if (Termino)
        begin
          Abierto=1'b0; 
          Cerrado=1'b1;  
          begin
            if(Vehiculo) nxt_state = C_Bloqueada; 
            else nxt_state = C_Cerrada; 
          end
        end
    end
    C_Bloqueada: begin
      Cerrado=1'b0;  
      Abierto=1'b0;
      Alarma=1'b1;
      Bloqueo=1'b1; 
      if (enterPin) begin
        if (Pin==Pin_correcto) begin 
          nxt_state = C_Abierta;  
          nxt_count0 = 2'b00; 
        end
      end  
    end
    default nxt_state = state;
  endcase  
end
endmodule
```
**/design/flow/run.sh**
```bash
#!/bin/bash
# OpenROAD 26Q1-2900-gdf79404cd8, Yosys 0.63+post, stock flow scripts
make -C /OpenROAD-flow-scripts/flow DESIGN_CONFIG=/design/flow/config.mk WORK_HOME=/design/flow/orfs finish
```
==> flow_summary.yaml <==
# generated from flow reports
logic_synthesis:
  synth_cell_type_count: 23
  top_area_frac: 0.2469
  avgSynthCellArea_sq_um: 9.652
  netlist_area_sq_um: 405.4
  synthTopCellsByArea: "dfxtp_1, dlxtn_1, a21oi_1"
  ys_area_sq_um: 405.4
  yosysCellCount: 42
  yosys_warnings: 1
  async_flop_share: 0
  ys_ff: 9
  top_area_cell: "dfxtp_1"
  synth-edff-count: 0
  postSynthCellCount: 42
  synthFlopType: "dfxtp_1"
detailed_routing:
  vias: 381
  wl_met1_microns: 415
  met2_length_microns: 439
  detail_route.first_pass.iterations: 2
  num_antenna_cells: 0
  routed_wl_microns: 961
  ant_nets: 0
  drc_errors: 0
  post_drt_wl_per_cell_microns: 8.981
  via_per_inst: 3.561
  route.met3.wl_microns: 95
  dr.max_layer_used: "met4"
  initialDrtViolationCount: 53
critical_path:
  critPathSlowestCell: "or4_1"
  crit_path_frequent_cell: "a21oi_1"
  cp_cell_sequence: "clkdlybuf4s50_1 > nor4_4 > a21oi_1 > or4_1 > a21oi_1"
  end_kind: "flip-flop"
  crit_fanout: 4
  crit_type: "primary input to flip-flop"
  arrival_ns: 2.06
  cp.required_ns: 2.46
  slowest_delay_ns: 0.52
  cp.buffers_inverters: 1
  setup.worst_path.start_class: "primary input"
  cpLargestDelayFamily: "simple AND/OR/NAND/NOR gates"
timing:
  unclocked_regs: 4
  finalCritPeriodShare: 0.8239
  untimed_endpoints: 8
  relSlewSlack: 0.7915
  maxSlewViolCount: 0
  clock.fmax_mhz: 527.7
  finClkSkew_ns: 0.0002553
  finalHoldViolCount: 0
  holdWs_ns: 0.5164
  setup_tns_ns: 0
  rsz0062_at_grt: "no"
  tightest_slew_ns: 0.3104
  fin_crit_ns: 1.895
  finalSetupViolations: 0
clocking:
  clockRootBuffer: "clkbuf_4"
  worstSkewPairLatency_ns: 0.23
  cts_tree: "built"
  numCtsBuffers: 3
  cts_resized: 0
  cts_buffer_depth: 2
  path_clk_slew_ns: 0.04
  htreeDepth: 1
  hold_buffers: 0
  postCtsSetupRepairBufs: 0
flow_run:
  drv_cap: 0
  warnings: 25
final_layout:
  drive_gt1_frac: 0.1148
  utilization: 0.1879
  layout.filler_cells: 373
  mostFrequentLayoutCell: "clkdlybuf4s50_1"
  layout.cells.most_common_list: "clkdlybuf4s50_1, a21oi_1, dfxtp_1, dlxtn_1, nor2_1"
  area_growth_pct: 58.33
die:
  row_count: 21
  die_w_microns: 80
  pin_count: 17
  die_area_sq_um: 6400
  coreArea_sq_um: 3416
  fp_util: 0.1187
  die_h_microns: 80
global_routing:
  grt_pass1_wl_microns: 1669
  grt_max_degree: 11
  track_usage: 0.03181
  grt_overflow: 0
  grt_pass1_vias: 387
  antenna_found_initial: 0
pwr:
  p_per_area_nw_per_um2: 354.3
  leakagePower_uw: 0.0002408
  ir_drop_v: 0.00007113
min_path:
  worstHoldPathType: "flip-flop to flip-flop"
place:
  portBuffers: 16
  place_hpwl_microns: 812.6
  gp_congestion: 0.7707
run_status:
  status: "finished clean"
## synthesized netlist by cell type, types with 2 or more instances
master / number
a21oi_1: 6
dfxtp_1: 5
dlxtn_1: 4
nor2_1: 4
o21ai_0: 3
nand2b_1: 2
nor2b_1: 2
## sequential cells by signal, indices dropped and copies added, names as in the netlist
name	flops
Cerrado	1
Bloqueo	1
count0	2
Abierto	1
state	3
Alarma	1
## tightest hold or removal path, cell delays in order, from the launching register on
cell	delay, ns
dfxtp_1	0.31
o21ai_0	0.09
a21oi_1	0.07
## report_power, final
group | internal, uW | leakage (uW) | switching (uW)
registers | 89.4 | 0.0000719 | 1.26
logic | 26.3 | 0.000154 | 14.1
clock network | 65.3 | 0.0000150 | 31.1
total | 181 | 0.000241 | 46.4
## path summary, 6_finish.rpt
kind	from	to	slack, ns	depth (start not counted)
worst max-delay path	Pin[1]	count0[0]	0.41	5
worst min-delay path	count0[0]	count0[0]	0.52	2
worst max register to register	count0[0]	count0[0]	0.81	5
worst min register to register	count0[0]	count0[0]	0.52	2
## metrics by stage
step | power, uW | cell area [sq um] | setup slack (ns) | instances
floorplan | 103.6 | 405.4 | 0.7262 | 42
global placement | 131.9 | 615.6 | 0.2086 | 103
detailed placement | 132.7 | 615.6 | 0.1511 | 103
CTS | 234.2 | 641.9 | 0.4036 | 107
global route | 245.1 | 641.9 | 0.3066 | 107
finish | 227.4 | 641.9 | 0.4051 | 107
## cells by family (layout without fill, tap and decap cells)
logic type / Yosys count / count (layout) / share of synthesized area
flip-flops: 5 / 5 / 0.2469
AND-OR/OR-AND: 15 / 15 / 0.2469
AND/OR/NAND/NOR: 14 / 14 / 0.2623
latches: 4 / 4 / 0.1482
buffers and inverters: 2 / 21 / 0.02778
adder cells (fa/ha/maj): 1 / 1 / 0.03086
multiplexers: 1 / 1 / 0.03703
## cell type report
cell class              count  area [sq um]  share of cell area
repair buffers             16         160.2              0.2495
inverters                   1         3.754            0.005848
clock buffers               4         26.28             0.04094
multi-input cells          31         234.0              0.3645
well taps                  46         57.56             0.08967
flip-flops and latches      9         160.2              0.2495
## routing by layer
layer / up-vias / track usage
met1: 167 / 0.03617
met5: - / 0
met2: 12 / 0.05056
met3: 2 / 0.01818
met4: 0 / 0.007042
li1: 200 / -
Power and IR drop assume default switching activity.
